### design/flow/run.sh
#!/bin/bash
# OpenROAD 26Q1-2900-gdf79404cd8, Yosys 0.63+post, stock flow scripts
make -C /OpenROAD-flow-scripts/flow DESIGN_CONFIG=/design/flow/config.mk WORK_HOME=/design/flow/orfs finish
### design/flow/config.mk
export PLATFORM = sky130hd
export DESIGN_NAME = ALU
export DESIGN_NICKNAME = ALU
export VERILOG_FILES = /design/flow/design.v
export SDC_FILE = /design/flow/constraint.sdc
export NUM_CORES = 4
export LEC_CHECK = 1
export CORE_AREA = 10 10 100 100
export DIE_AREA = 0 0 110 110
### design/flow/constraint.sdc
current_design ALU

set clk_period 5.8
set clk_io_pct 0.2

create_clock -name clk0 -period $clk_period [get_ports {clk}]

set non_clock_inputs [all_inputs -no_clocks]
set_input_delay [expr $clk_period * $clk_io_pct] -clock clk0 $non_clock_inputs
set_output_delay [expr $clk_period * $clk_io_pct] -clock clk0 [all_outputs]
### design/flow/design.v
module ADD(in1,in2,result);
    input [7:0] in1,in2;
    output reg [8:0] result;
    always @(*) begin
        result = in1 + in2;
    end
endmodule
module SUB(in1,in2,result);
    input [7:0] in1,in2;
    output reg [8:0] result;
    always @(*) begin
        result = in1 - in2;
    end
endmodule
module IDEN(in1,result);
    input [7:0] in1;
    output reg [8:0] result;
    always @(*) begin
        result = in1;
    end
endmodule
module LS(in1,result);
    input [7:0] in1;
    output reg [8:0] result;
    always @(*) begin
        result = in1 << 1;
    end
endmodule
module RS(in1,result);
    input [7:0] in1;
    output reg [8:0] result;
    always @(*) begin
        result = in1 >> 1;
    end
endmodule
module AND(in1,in2,result);
    input [7:0] in1,in2;
    output reg [8:0] result;
    always @(*) begin
        result = in1 & in2;
    end
endmodule
module NOT(in1,result);
    input [7:0] in1;
    output reg [8:0] result;
    always @(*) begin
        result = ~in1;
    end
endmodule
module OR(in1,in2,result);
    input [7:0] in1,in2;
    output reg [8:0] result;
   always @(*) begin
        result = in1 | in2;
    end
endmodule
module ALU(
    input clk,
    input [7:0] in1,
    input [7:0] in2,
    input [2:0] select,
    output reg [7:0] result
);
    reg [7:0] result_internal;
    wire [7:0] result_add, result_sub, result_iden, result_ls, result_rs, result_and, result_not, result_or;
    ADD add_inst(.in1(in1), .in2(in2), .result(result_add));
    SUB sub_inst(.in1(in1), .in2(in2), .result(result_sub));
    IDEN iden_inst(.in1(in1), .result(result_iden));
    LS ls_inst(.in1(in1), .result(result_ls));
    RS rs_inst(.in1(in1), .result(result_rs));
    AND and_inst(.in1(in1), .in2(in2), .result(result_and));
    NOT not_inst(.in1(in1), .result(result_not));
    OR or_inst(.in1(in1), .in2(in2), .result(result_or));
always @(posedge clk) begin
    case (select)
        3'b000: result <= result_add;
        3'b001: result <= result_sub;
        3'b010: result <= result_iden;
        3'b011: result <= result_ls;
        3'b100: result <= result_rs;
        3'b101: result <= result_and;
        3'b110: result <= result_not;
        3'b111: result <= result_or;
        default: result <= 8'bz;
    endcase
end
endmodule
==> out/qor.json <==
{
  "routing": {
    "drc": 0,
    "vias": 1165,
    "via_per_inst": 4.15,
    "route.antenna.remaining_nets": 0,
    "drt_pass1_iterations": 4,
    "wl_per_cell_um": 11.6,
    "n_antenna_cell": 0,
    "wirelength_mm": 3.27,
    "drt_iter0_drc": 28
  },
  "sta": {
    "clock.fmax_ghz": 0.262,
    "report.final.hold_viol_count": 0,
    "unrepaired_setup_endpoints_after_global_routing": "false",
    "final.period_utilization_pct": 65.9,
    "report.final.slew_viol_count": 0,
    "fin_hold_ws_ns": 1.67,
    "tightest_slew_ns": 0.846,
    "setup_failing_eps_final": 0,
    "timing.max_slew.rel_slack_pct": 43.5,
    "period_minus_slack_ns": 3.82,
    "final.setup.worst_slack_ns": 1.98,
    "tns_ns": 0
  },
  "placement": {
    "post-place-cells": 278,
    "gp_routability_congestion": 0.864,
    "place_ws_ns": 1.75,
    "place.port_buffers": 27,
    "dpl-instance-area_um2": 1510,
    "post-dp-hpwl_mm": 2.66
  },
  "pwr": {
    "ir_worst_vdd_mv": 0.0497,
    "totalPowerFinal_mw": 0.260,
    "leakage_nw": 0.583,
    "powerDensity_nw_per_um2": 168
  },
  "clock_network": {
    "cts.clk_slew.worst_paths_ns": 0.04,
    "gates_resized_cts_repair": 0,
    "clock_sink_count": 8,
    "numCtsBuffers": 3,
    "clock_path_buffers": 2,
    "postCtsSetupRepairBufs": 0,
    "tritoncts": "done",
    "root_buffer": "sky130_fd_sc_hd__clkbuf_8",
    "cts_max_level": 1,
    "cts_hold_buffers": 0
  },
  "worst_setup_path": {
    "critPathLaunchType": "input pin",
    "critical_path_required_ns": 5.91,
    "cp_max_fo": 24,
    "worst-setup-path-type": "in2reg",
    "timing.critical_path.to_type": "flop",
    "cp_data_arrival_time_ns": 3.93
  },
  "worst_hold_path": {
    "min_to": "result[7]",
    "min_path_cells": 3,
    "hp-class": "in2reg",
    "holdCritStartpoint": "in2[7]"
  },
  "synthesis": {
    "syn_area_per_cell_um2": 7.36,
    "postSynthCellCount": 156,
    "yosys_area_um2": 1150,
    "yosys.stat.seqShare_pct": 13.9,
    "synth.lib_cells_used.distinct": 40,
    "synth_area_um2": 1150,
    "yosys_warnings": 18,
    "yosysCellCount": 156,
    "ys_ff": 8
  },
  "layout": {
    "final_std_cell_area_no_fill_um2": 1550,
    "final_common_cell": "sky130_fd_sc_hd__clkdlybuf4s50_1",
    "layout_top_cells_excl_fill_tap": "27 x sky130_fd_sc_hd__clkdlybuf4s50_1, 18 x sky130_fd_sc_hd__a21oi_1, 13 x sky130_fd_sc_hd__nor2_1, 12 x sky130_fd_sc_hd__nand2_1",
    "largest_register_ff_count": 8,
    "number_of_inserted_filler_cells_in_the_final_layout": 873,
    "largest_register": "result",
    "drive_above_1_share_pct": 6.15,
    "fin_cells": 281,
    "fin_util_pct": 19.9,
    "regs_by_ff_count": "result: 8 flops",
    "area_growth_pct": 35.1
  },
  "floorplan": {
    "ioPinCount": 28,
    "die_area_um2": 12100,
    "die_w_um": 110,
    "floorplan.rows": 32,
    "floorplanUtilization_pct": 14.7,
    "die_h_um": 110,
    "floorplan.core_area_um2": 7810
  },
  "grt": {
    "maximum_number_of_pins_on_one_net_before_global_route_repair": 29,
    "wire_length_of_the_first_global_routing_pass_mm": 5.26,
    "grt_remaining_overflow": 0,
    "grt.met3_usage_pct": 1.47,
    "via_count_of_the_first_global_routing_pass": 1100,
    "grtUsageTotal_pct": 5.30,
    "grt.met2_usage_pct": 8.89,
    "groute.layer.met1.usage_pct": 6.85,
    "grt_busiest_layer": "met2",
    "number_of_antenna_violations_at_the_first_check_in_global_routing": 0
  },
  "status": {
    "status": "finished clean"
  },
  "run": {
    "max_cap_violations": 0,
    "warnings": 27
  }
}
## logic make-up after synthesis
group,after synthesis,synth area share [%]
flops,8,13.9
buf+inv,16,6.75
mux,8,6.97
compound gates,49,26.5
fa+ha+maj,11,12.6
simple gates,52,24.1
xor+xnor,12,9.15
## cells in the mapped netlist
master	n	area (um2)
sky130_fd_sc_hd__a211oi_2	1	12.5
sky130_fd_sc_hd__a21o_1	1	7.51
sky130_fd_sc_hd__a21oi_1	18	90.1
sky130_fd_sc_hd__a21oi_2	1	8.76
sky130_fd_sc_hd__a221o_1	1	10.0
sky130_fd_sc_hd__a22oi_1	1	7.51
sky130_fd_sc_hd__a2bb2oi_1	1	8.76
sky130_fd_sc_hd__a31oi_1	4	25.0
sky130_fd_sc_hd__a32oi_1	1	8.76
sky130_fd_sc_hd__and2_0	1	6.26
sky130_fd_sc_hd__and2_1	1	6.26
sky130_fd_sc_hd__buf_2	5	25.0
sky130_fd_sc_hd__buf_4	1	7.51
sky130_fd_sc_hd__buf_6	1	11.3
sky130_fd_sc_hd__clkbuf_1	2	7.51
sky130_fd_sc_hd__dfxtp_1	8	160
sky130_fd_sc_hd__fa_1	1	20.0
sky130_fd_sc_hd__ha_1	10	125
sky130_fd_sc_hd__inv_1	7	26.3
sky130_fd_sc_hd__mux2i_1	8	80.1
sky130_fd_sc_hd__nand2_1	12	45.0
sky130_fd_sc_hd__nand2b_1	7	43.8
sky130_fd_sc_hd__nand3b_1	2	15.0
sky130_fd_sc_hd__nand4_1	2	12.5
sky130_fd_sc_hd__nor2_1	13	48.8
sky130_fd_sc_hd__nor2b_1	3	18.8
sky130_fd_sc_hd__nor3_1	7	35.0
sky130_fd_sc_hd__nor3b_1	1	7.51
sky130_fd_sc_hd__nor3b_4	1	18.8
sky130_fd_sc_hd__nor4_2	1	12.5
sky130_fd_sc_hd__o211ai_1	2	15.0
sky130_fd_sc_hd__o211ai_2	1	12.5
sky130_fd_sc_hd__o21ai_0	10	50.1
sky130_fd_sc_hd__o21ai_1	4	20.0
sky130_fd_sc_hd__o221ai_1	1	8.76
sky130_fd_sc_hd__o22a_1	1	8.76
sky130_fd_sc_hd__o32a_1	1	10.0
sky130_fd_sc_hd__or2_2	1	6.26
sky130_fd_sc_hd__xnor2_1	10	87.6
sky130_fd_sc_hd__xor2_1	2	17.5
## worst max-delay path by stage
stage | startpoint | end | cells past startpoint
after CTS | select[2] | result[7] | 10
after global routing | select[2] | result[7] | 10
final | select[2] | result[7] | 10
## layout make-up
class,instances,area (um2),area share (%)
Tap cell,102,128,8.23
Multi-Input combinational cell,132,911,58.7
Clock buffer,3,41.3,2.66
Timing Repair Buffer,29,285,18.4
Inverter,7,26.3,1.69
Sequential cell,8,160,10.3
## critical path, stage by stage
cell	delay, ns
sky130_fd_sc_hd__clkdlybuf4s50_1	0.85
sky130_fd_sc_hd__nor3b_4	0.51
sky130_fd_sc_hd__nor2_1	0.10
sky130_fd_sc_hd__xnor2_1	0.14
sky130_fd_sc_hd__ha_1	0.34
sky130_fd_sc_hd__a21oi_1	0.21
sky130_fd_sc_hd__a21oi_1	0.11
sky130_fd_sc_hd__a211oi_2	0.23
sky130_fd_sc_hd__xnor2_1	0.18
sky130_fd_sc_hd__o211ai_2	0.09
## where the power goes
| part | leakage (nW) | switching, mW | internal (mW) | total, mW |
|---|---|---|---|---|
| Combinational | 0.494 | 0.0611 | 0.0671 | 0.128 |
| Sequential | 0.0675 | 0.00230 | 0.0639 | 0.0662 |
| Clock | 0.0216 | 0.0210 | 0.0449 | 0.0659 |
| Total | 0.583 | 0.0843 | 0.176 | 0.260 |
## layer usage
layer / wire, um / vias to the layer above
met1: 1500 / 532
li1: - / 608
met4: 11 / 0
met3: 257 / 2
met2: 1500 / 23
met5: 0 / -
Power is estimated from default activity; no workload was simulated.
